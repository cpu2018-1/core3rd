==> flow/design.v <==
module unit2(
		input wire clk,
		input wire rstn,
		input wire [5:0] ope,
		input wire [31:0] ds_val,
		input wire [31:0] dt_val,
		input wire [5:0] dd,
		input wire [15:0] imm,
		output wire [6:0] is_busy,
		output wire [5:0] mem_addr,
		output wire [31:0] mem_dd_val,
		output reg [5:0] io_addr,
		output reg [31:0] io_dd_val,
		output wire [16:0] d_addr,
		output wire [31:0] d_wdata,
		input wire [31:0] d_rdata,
		output wire d_en,
		output wire d_we,
		input wire [7:0] io_in_data,
		output reg io_in_rdy,
		input wire io_in_vld,
		output reg [7:0] io_out_data,
		input wire io_out_rdy,
		output reg io_out_vld
	);
	reg [16:0] m1_addr;
	reg [31:0] m1_wdata;
	reg [5:0] m1_dd;
	reg m1_is_write;
	wire[5:0] m2_dd;
	wire m2_is_write;
	wire [31:0] m2_rdata;
	reg [1:0] io_state;
	reg io_is_in;
	reg [5:0] io_tmp_addr;
	reg [7:0] io_tmp_data;
	wire io_busy_cond;
	assign io_busy_cond = io_state != 0 || ope[2:0] == 3'b011;
	assign is_busy = {6'b0,io_busy_cond};
	assign d_addr = $signed(ds_val[16:0]) + $signed(imm);
	assign d_wdata = dt_val;
	assign d_en = 1;
	assign d_we = ope[2:0] == 3'b111 ? ~ope[3] : 0;
	assign mem_addr = m2_is_write ? 0 : m2_dd;
	assign mem_dd_val = m2_rdata;
	assign		m2_dd = m1_dd;
	assign		m2_is_write = m1_is_write;
	assign		m2_rdata = d_rdata;
	always @(posedge clk) begin
		if (~rstn) begin
			m1_dd <= 0;
			m1_is_write <= 0;
		end else begin			
			if(ope[2:0] == 3'b111) begin
				m1_dd <= dd;
				m1_is_write <= ~ope[3];
			end else begin
				m1_dd <= 0;
				m1_is_write <= 0;
			end
		end	
	end
	always @(posedge clk) begin
		if (~rstn) begin
			io_addr <= 0;
			io_dd_val <= 0;
			io_in_rdy <= 0;
			io_out_data <= 0;
			io_out_vld <= 0;
			io_state <= 0;
			io_is_in <= 0;
			io_tmp_addr <= 0;
		end else if (io_state == 0 && ope[2:0] == 3'b011) begin
			io_addr <= 0;
			io_is_in <= ope[3];
			io_tmp_addr <= dd;
			io_tmp_data <= ds_val[7:0];
			io_state <= 1;
		end else if (io_state == 1) begin
			io_addr <= 0;
			if (io_is_in) begin  
				io_in_rdy <= 1;
			end else begin  
				io_out_data <= io_tmp_data;
				io_out_vld <= 1;
			end
			io_state <= 2;
		end else if (io_state == 2 && ((io_is_in && io_in_vld) || (~io_is_in && io_out_rdy))) begin
			if(io_is_in) begin
				io_in_rdy <= 0;
				io_addr <= 0;
				io_tmp_data <= io_in_data;
				io_state <= 3;
			end else begin
				io_out_vld <= 0;
				io_addr <= 0;
				io_state <= 0;
			end
		end else if(io_state == 3) begin  
			io_addr <= io_tmp_addr;
			io_dd_val <= {24'b0,io_tmp_data};
			io_state <= 0;
		end else begin
			io_addr <= 0;
			io_dd_val <= 0;
		end
	end
endmodule
==> flow/run.sh <==
#!/bin/bash
# OpenROAD 26Q1-2900-gdf79404cd8, Yosys 0.63+post, stock flow scripts
make -C /OpenROAD-flow-scripts/flow DESIGN_CONFIG=/design/flow/config.mk WORK_HOME=/design/flow/orfs finish
==> flow/config.mk <==
export PLATFORM = sky130hd
export DESIGN_NAME = unit2
export DESIGN_NICKNAME = unit2
export VERILOG_FILES = /design/flow/design.v
export SDC_FILE = /design/flow/constraint.sdc
export NUM_CORES = 4
export LEC_CHECK = 1
export CORE_AREA = 10 10 156 156
export DIE_AREA = 0 0 166 166
==> flow/constraint.sdc <==
current_design unit2

set clk_period 8.7
set clk_io_pct 0.2

create_clock -name clk0 -period $clk_period [get_ports {clk}]

set non_clock_inputs [all_inputs -no_clocks]
set_input_delay [expr $clk_period * $clk_io_pct] -clock clk0 $non_clock_inputs
set_output_delay [expr $clk_period * $clk_io_pct] -clock clk0 [all_outputs]
==> impl_metrics.tcl <==
# implementation run metrics
set metrics [dict create \
    r2r-end "io_tmp_data[5]" \
    r2r_slack_ns 6.90 \
    maxSlewViolCount 0 \
    cts_sinks 48 \
    maxCapViolCount 0 \
    worst_slew_pin_slew_ns 0.750 \
    layout-drive-gt1-share 0.0429 \
    synth.cell_area_mm2 0.00321 \
    grt_util_all_layers 0.0660 \
    place_inst 687 \
    drt_iter0_drc 78 \
    drc_errors 0 \
    htreeDepth 2 \
    yosys_area_mm2 0.00321 \
    rsz0062_at_grt "no" \
    crit_top_cell "clkdlybuf4s50_1" \
    gp_congestion 0.899 \
    ys.flops 48 \
    vdd_ir_drop_max_v 0.000108 \
    ys_cells 386 \
    cts_hold_buf 0 \
    crit_fanout 3 \
    status "finished clean" \
    core_region_area_mm2 0.0210 \
    grt_pass1_vias 2595 \
    p_per_area_mw_per_mm2 146 \
    syn_area_per_cell_um2 8.31 \
    final_core_util 0.196 \
    cts_tree "built" \
    required_ns 6.96 \
    fin_crit_sh 0.715 \
    critPathKind "in2out" \
    warning_count 42 \
    crit_buf_inv 2 \
    synth-main-ff-cell "dfxtp_1" \
    setup_viol 0 \
    fin_cells 695 \
    synth_top_cell_by_count "buf_4" \
    slew_headroom 0.499 \
    hold_path.class "reg2reg" \
    fmax_mhz 161 \
    area_delta_synth_final_pct 28.2 \
    synth_seq_share 0.324 \
    worstSetupEndpointType "output port" \
    detail-route-antenna-nets 0 \
    cts_buffers 5 \
    p_leak_nw 1.57 \
    edf_count 8 \
    tns_ns 0 \
    area_leaders "dfxtp_1, buf_4, edfxtp_1" \
    rows 53 \
    viasPerCell 3.57 \
    hold_viol_final 0 \
    crit_arrival_ns 4.48 \
    grt_first_pass_wirelength_mm 14.5 \
    yosys_warnings 1 \
    postSynthCellCount 386 \
    dr_total_vias 2480 \
    r2r-start "io_state[1]" \
    io_pins 280 \
    grt_max_degree 23 \
    crit_chain "clkdlybuf4s50_1 -> ha_1 -> fa_1 -> a21o_1 -> a21oi_2 -> o211a_4 -> nor4_1 -> a211oi_1 -> xnor2_1 -> clkdlybuf4s50_1" \
    fin_worst_skew_ns 0.00603 \
    wl_mm 9.66 \
    critPathLaunchType "input pin" \
    drt-pass1-iter-count 5 \
    wl_per_cell_um 13.9 \
    die_height_um 166 \
    dp_hpwl_mm 8.00 \
    synthTopCellsByCount "buf_4, nand2_1, dfxtp_1, a21oi_1, nor2_1" \
    diodes 0 \
    cpPeakStageDelay_ns 0.50 \
    top_area_cell "dfxtp_1" \
    path_clk_slew_ns 0.06 \
    min_period_ns 6.22 \
    cpLargestDelayFamily "buffers and inverters" \
    min-delay-start "io_tmp_addr[0]" \
    post_cts_buffers 0 \
    slowest_stage "clkdlybuf4s50_1" \
    reg2reg_depth 4 \
    netlist-cell-type-count 42 \
    die_x_um 166 \
    chipArea_mm2 0.0276 \
    whs_path_depth 2 \
    antenna_found_initial 0 \
    clk_latency_ns 0.28 \
    clockBufferDepth 2 \
    cts-root-buf "clkbuf_16" \
    gr-total-overflow 0 \
    synthArstFlopShare 0 \
    synth.top_cell.area_share 0.250 \
    worstHoldEndpoint "io_tmp_addr[0]" \
    initial_core_util 0.153 \
    port_buffers 103 \
    cts_resized 0 \
]
## layout make-up
class                           count  area [um2]
Clock buffer                        6         139
Clock inverter                      2        38.8
Fill cell                        2345       16900
Inverter                            4        15.0
Multi-Input combinational cell    255        1490
Sequential cell                    48        1040
Tap cell                          275         344
Timing Repair Buffer              105        1050
## metal layers
| metal | up-vias | part of all wire | wire length [um] | global-route usage |
|---|---|---|---|---|
| met3 | 14 | 0.12 | 1210 | 0.0362 |
| met4 | 0 | 0.010 | 99 | 0.00886 |
| met5 | - | 0 | 0 | 0 |
| met2 | 173 | 0.43 | 4130 | 0.101 |
| met1 | 1077 | 0.44 | 4230 | 0.0821 |
| li1 | 1216 | - | - | - |
## cells by family after synthesis
family / synth area share
and+or+nand+nor: 0.178
xor gates and xnor gates: 0.0409
DFF: 0.324
muxes: 0.0250
adders and majority gates: 0.0686
buffers and inverters: 0.245
other: 0.00234
AOI/OAI and AO/OA: 0.116
## stage by stage
stage	total power, mW	worst slack [ns]	hold slack, ns	area, um2
after global placement	0.386	2.43	0.438	3940
after detailed placement	0.385	2.42	0.442	3940
after CTS	0.612	2.41	0.452	4110
after global routing	0.636	2.30	0.471	4110
after floorplan	0.323	3.62	0.430	3320
final	0.600	2.48	0.451	4110
## registers in the layout, summed over array words and instances (netlist names)
register and flops:
io_state 2, io_is_in 1, io_out_data 8, m1_is_write 1
io_tmp_data 8, io_out_vld 1, m1_dd 6, io_addr 6
io_in_rdy 1, io_dd_val 8, io_tmp_addr 6
## tightest hold or removal path, delay by kind of cell, from the launching register on
family,cells,cell delay (ns)
AOI/OAI and AO/OA,1,0.05
DFF,1,0.30
and+or+nand+nor,1,0.05
## how the worst max path moves through the flow
stage / from / endpoint / cells past startpoint
6_report: ds_val[0] / d_addr[16] / 10
5_1_grt: ds_val[0] / d_addr[16] / 10
4_1_cts: ds_val[0] / d_addr[16] / 10
## where the power goes
| part | internal [mW] | total [mW] | switching [mW] |
|---|---|---|---|
| clock | 0.144 | 0.222 | 0.0787 |
| sequential | 0.231 | 0.234 | 0.00325 |
| combinational | 0.0834 | 0.143 | 0.0600 |
| total | 0.458 | 0.600 | 0.142 |
## placed cells by master, fill, tap and decap left out, drive strengths merged, types with 2 or more instances in the layout
cell           netlist  layout
clkdlybuf4s50        0     103
xor2                 7       7
conb                 2      31
nor2b                7       7
o21ai               11      11
and3                 2       2
nand2               61      61
a21o                 4       4
nor3                 2       2
nand3                8       8
xnor2                8       8
mux2i                8       8
edfxtp               8       8
nor2                24      24
clkbuf               7       6
a31oi                3       3
and2                13      13
nand4                2       2
inv                  4       4
o31ai                2       2
ha                  16      16
dfxtp               40      40
nor4                 2       2
a21oi               34      34
buf                101       2
No activity file was given, so power comes from the tool's default toggle rates.
