==> flow/run.sh <==
#!/bin/bash
# OpenROAD 26Q1-2900-gdf79404cd8, Yosys 0.63+post, stock flow scripts
make -C /OpenROAD-flow-scripts/flow DESIGN_CONFIG=/design/flow/config.mk WORK_HOME=/design/flow/orfs finish
==> flow/config.mk <==
export PLATFORM = sky130hd
export DESIGN_NAME = bp
export DESIGN_NICKNAME = bp
export VERILOG_FILES = /design/flow/design.v
export SDC_FILE = /design/flow/constraint.sdc
export NUM_CORES = 4
export LEC_CHECK = 1
export CORE_UTILIZATION = 40
==> flow/constraint.sdc <==
current_design bp

set clk_period 136.1
set clk_io_pct 0.2

create_clock -name clk0 -period $clk_period [get_ports {clk}]

set non_clock_inputs [all_inputs -no_clocks]
set_input_delay [expr $clk_period * $clk_io_pct] -clock clk0 $non_clock_inputs
set_output_delay [expr $clk_period * $clk_io_pct] -clock clk0 [all_outputs]
==> flow/design.v <==
module bp(
	input wire clk,
	input wire [13:0] r_pc,
	output wire is_taken0,
	output wire is_taken1,
	input wire is_b_ope,
	input wire is_branch,
	input wire [13:0] w_pc
	);
	reg [1:0] mem [1023:0];
	wire [9:0] addr0;
	wire [9:0] addr1;
	assign addr0 = {r_pc[9:1],1'b0};
	assign addr1 = {r_pc[9:1],1'b1};
	assign is_taken0 = mem[addr0][1];
	assign is_taken1 = mem[addr1][1];
	always @(posedge clk) begin
		if(is_b_ope & is_branch) begin
			mem[w_pc] <= mem[w_pc] != 2'b11 ? mem[w_pc]+1'b1 : 2'b11;
		end else if(is_b_ope & ~is_branch) begin
			mem[w_pc] <= mem[w_pc] != 2'b00 ? mem[w_pc]-1'b1 : 2'b00;
		end
	end
	integer i;
	initial begin
		for(i=0;i<1024;i=i+1) begin
			mem[i] <= 2'b01;
		end
	end
endmodule
==> ds_physical_params.txt <==
Physical design parameters

Parameter                              Value

Critical path
  Critical path fanouts, max    50
  Number of cell instances on the worst register-to-register path    11
  Kind of end point of the critical path    output port
  Crit path DAT    around 33000 ps
  End of the worst register-to-register path    mem[557][1]
  Type of element launching the critical path    primary input
  Worst Path Required    108880 ps
  Type of the worst setup path    in2out
  Flop-to-flop setup slack    130340 ps
  Worst r2r src    mem[971][1]

Synthesis
  Cell area after synthesis    between 90000 and 100000 um^2
  Area figure in the yosys stat output    91100 um^2
  Number of instances in the synthesized netlist    5860
  Mean instance size in the synthesized netlist    15.5 um^2
  Count of library flops with an enable pin    2048
  Count of warnings emitted by yosys    1
  Fraction of registers with async set/reset    0%
  Yosys Instances    5860
  Number of different library cells in the post-synthesis netlist    47
  Seq/Total Area, Yosys    67.5%
  Yosys reg bits    2048
  Most instantiated flip-flop cell in the synthesis netlist    edfxtp_1

Detailed routing
  Number of DRC violations after detailed-routing iteration 0    about 4300
  Routed length per placed instance    ~32 um
  Antenna violation net count after detailed routing    0
  Aggregate routed wire length    around 290000 um
  Total vias in the final route    54418
  Initial DRT Pass Iterations    5
  Detailed-route DRC error count    0
  Routed via count divided by cell count    6.08

Power
  Share of power burned in registers    51.5%
  Int Pwr    roughly 0.0011 W
  Switching share of power    23.3%
  Worst ir drop on vdd    between 0.00001 and 0.000015 V
  Net switching power figure    0.000333 W
  Leakage power of the design    roughly 33 nW
  Combinational Power Share    8.4%
  Cell Pwr Density    14.0 nW/um^2
  Clk network pwr share    40.1%

Final timing
  F_max    0.0165 GHz
  Setup repair after global routing missed its margin    false
  Total of endpoints with negative setup slack in the final report    0
  Relative slew margins    19.3%
  Setup clock skew after layout    68.1 ps
  Final worst-path cycle share    44.5%
  Actual transition at the worst max-transition pin    1200 ps
  Final Slew Violations    0
  Hold Vio Cnt, Final    0
  Clock period minus final worst setup slack    60620 ps
  Setup total negative slack    0 ps

Global route
  Via count of the first global-routing pass    57582
  Total grt overflow    0
  Largest net degree at the start of global routing    179
  Initial antenna violation count    12
  Global router's overall resource usage    27.5%
  Global-route wire length before repair    around 410000 um

Finish
  Largest registers in the final layout    mem x2048
  Layout Area Growth over Synthesis    11.6%
  Fraction of layout instances using a drive strength above 1    15.0%
  Fin cells    8950
  Most instantiated logic cells after routing    edfxtp_1 (2048), nor2_1 (1066), mux2i_1 (1010), o22ai_1 (439), mux4_2 (343)
  Flip-flop count of the largest register, all copies and words added    2048
  Most frequent logic cell in the layout    edfxtp_1
  Most flop-heavy register    mem

Place
  Final GP Congestion    between 0.9 and 1
  Number of I/O port buffers    23
  Number of placed instances with taps included    between 8000 and 9000
  Dpl hpwl    171000 um

Clock network
  Insertion Delay late pin    just under 900 ps
  Number of sinks driven by the clock tree    around 2000
  Number of clock buffers inserted by TritonCTS    210
  Number of instances resized during post-cts repair    0
  Number of buffers on the longest clock path    3
  # hold bufs at CTS    0
  CTS clk-pin slew, worst paths    60 ps
  Root buffer selected by CTS    clkbuf_16
  CTS tree    done
  Number of levels in the clock H-tree    4
  Postcts setup bufs    0

Flow run
  Number of OpenROAD warnings    50
  Number of maximum-capacitance constraint violations    0

Floorplan
  Number of ports placed on the die boundary    33
  Initial Util    around two fifths
  DIE HEIGHT    479 um
  Standard-cell row count    174
  Horizontal die size    479 um
  Full die area    approximately 230000 um^2
  Core area    226000 um^2

Hold path
  Class of the most critical hold timing path    reg2reg
  Hold-critical path endpoint    mem[999][1]
  Hold path cells    8
  Hold Path Origin    mem[1009][0]

Outcome
  Result of the run    finished, final reports clean
[per-layer routing]
layer  part of all wire [%]  GRT usage (%)  routed length (um)  vias to the layer above
met4                    4.6           9.87               13400                       20
met2                     45           39.2              130000                     3544
li1                       -              -                   -                    22958
met1                     32           32.2               91900                    27247
met3                     18           20.7               52600                      649
met5                  0.092           1.01                 266                        -
[power groups by stage]
stage                 clock [W]  sequential [W]  combinational [W]
final                  0.000572        0.000735           0.000120
after global routing   0.000603        0.000735           0.000127
after CTS              0.000579        0.000735           0.000119
[how the worst max path moves through the flow]
stage     startpoint         to  slack (ps)  depth (start not counted)
4_1_cts      r_pc[2]  is_taken1       75580                         14
6_report     r_pc[2]  is_taken1       75480                         14
5_1_grt      r_pc[2]  is_taken1       75510                         14
[area by class of cell]
class / instances / area [um^2]
fill: 19268 / 124000
sequential: 2048 / 61500
multi-input combinational: 3292 / 27700
clock buffer: 257 / 5430
tap: 2992 / 3740
timing repair buffer: 220 / 1850
clock inverter: 131 / 1370
inverter: 5 / 18.8
antenna: 5 / 12.5
[per-stage QoR]
| step | power (W) | instance area, um^2 | utilization [%] | hold slack, ps | setup WS (ps) |
|---|---|---|---|---|---|
| after detailed placement | 0.000867 | 94800 | 42.0 | 1810 | 75590 |
| final | 0.00143 | 102000 | 45.1 | 1900 | 75480 |
| after CTS | 0.00143 | 102000 | 45.1 | 1800 | 75580 |
| after global routing | 0.00146 | 102000 | 45.1 | 1950 | 75510 |
| after floorplan | 0.000839 | 91100 | - | 5240 | 79220 |
| after global placement | 0.000866 | 94800 | 42.0 | 1800 | 75570 |
[critical path: stages]
cell	delay (ps)
buf_8	440
buf_4	680
buf_4	690
buf_4	660
buf_4	700
mux4_2	430
mux4_2	530
mux4_2	510
nand2_1	100
o21ai_0	390
nand2_1	200
a31oi_1	100
buf_4	210
clkdlybuf4s50_1	390
[cell families (layout without fill, tap and decap cells)]
group	count (synthesis)	after routing	synth area share, %
AND-OR/OR-AND	575	575	4.09
adder cells (fa/ha/maj)	2	2	0.0247
buffers and inverters	520	613	2.51
flip-flops	2048	2048	67.5
multiplexers	1355	1355	19.6
other	0	5	0
AND/OR/NAND/NOR	1360	1360	6.23
[synth_stat cells, types with 4 or more instances]
library cell	count	area, um^2
and3b_1	4	35.0
nand3b_1	5	37.5
nor2_1	1067	4010
a31oi_1	18	113
a21oi_1	4	20.0
nand4_1	8	50.1
nand3_1	17	85.1
buf_1	36	135
mux2i_1	1010	10100
or4_1	6	45.0
nor3_1	45	225
mux4_2	343	7720
a22oi_1	6	45.0
buf_4	16	120
inv_1	5	18.8
nand2b_1	5	31.3
nand4bb_1	6	67.6
nand2_1	87	327
edfxtp_1	2048	61500
nor3b_1	5	37.5
nor4_1	80	500
buf_6	6	67.6
buf_2	182	911
o2111ai_1	35	307
o21ai_0	38	190
and3_1	5	31.3
o22a_1	27	236
clkbuf_1	273	1020
or4b_1	4	40.0
o22ai_1	439	2750
Power and IR drop assume default switching activity.
