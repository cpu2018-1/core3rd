File: ./run.sh
#!/bin/bash
# OpenROAD 26Q1-2900-gdf79404cd8, Yosys 0.63+post, stock flow scripts
make -C /OpenROAD-flow-scripts/flow DESIGN_CONFIG=/design/flow/config.mk WORK_HOME=/design/flow/orfs finish
File: ./config.mk
export PLATFORM = sky130hd
export DESIGN_NAME = IOcontroller
export DESIGN_NICKNAME = IOcontroller
export VERILOG_FILES = /design/flow/design.v
export SDC_FILE = /design/flow/constraint.sdc
export NUM_CORES = 4
export LEC_CHECK = 1
export CORE_UTILIZATION = 40
File: ./constraint.sdc
current_design IOcontroller

set clk_period 7.5
set clk_io_pct 0.2

create_clock -name clk0 -period $clk_period [get_ports {clk}]

set non_clock_inputs [all_inputs -no_clocks]
set_input_delay [expr $clk_period * $clk_io_pct] -clock clk0 $non_clock_inputs
set_output_delay [expr $clk_period * $clk_io_pct] -clock clk0 [all_outputs]
File: ./design.v
module IOcontroller (
	input wire clk,
	input wire rstn,
	output wire [7:0] io_in_data,
	(* mark_debug = "true" *) input wire io_in_rdy,
	(* mark_debug = "true" *) output reg io_in_vld,
	(* mark_debug = "true" *) input wire [7:0] io_out_data,
	(* mark_debug = "true" *) output reg io_out_rdy,
	(* mark_debug = "true" *) input wire io_out_vld,
	output reg [4:0] io_err,  
	output wire [3:0] s_axi_araddr,  
	input wire s_axi_arready,
	output reg s_axi_arvalid,
	output wire [3:0] s_axi_awaddr,  
	input wire s_axi_awready,
	output reg s_axi_awvalid,
	output reg s_axi_bready,				 
	input wire [1:0] s_axi_bresp,
	input wire s_axi_bvalid,
	input wire [31:0] s_axi_rdata,	 
	output reg s_axi_rready,
	input wire [1:0] s_axi_rresp,
	input wire s_axi_rvalid,
	output wire [31:0] s_axi_wdata,	 
	input wire s_axi_wready,
	output wire [3:0] s_axi_wstrb,
	output reg s_axi_wvalid
	);
	localparam st_check = 3'b001;
	localparam st_read  = 3'b010;
	localparam st_write = 3'b011;
	localparam err_lost = 5'b00001;
	localparam buf_size = 32;
	localparam buf_bit  = 5;
	(* mark_debug = "true" *)	reg [2:0] state;
	(* mark_debug = "true" *) reg [2:0] sub_state;
	reg [2:0] in_state;
	reg [2:0] out_state;
	reg [7:0] stat_reg;
	reg [7:0] rbuf_data [buf_size-1:0];
	(* mark_debug = "true" *) reg [buf_bit-1:0] rbuf_hd;
	(* mark_debug = "true" *) reg [buf_bit-1:0] rbuf_tl;
	reg [7:0] wbuf_data [buf_size-1:0];
	(* mark_debug = "true" *) reg [buf_bit-1:0] wbuf_hd;
	(* mark_debug = "true" *) reg [buf_bit-1:0] wbuf_tl;
	wire r_uart_rdy;
	wire w_uart_rdy;
	wire r_in_rdy;
	wire w_out_rdy;
	assign s_axi_wstrb = 4'b0001;
	assign io_in_data = rbuf_data[rbuf_tl];
	assign s_axi_araddr = state == st_read  ? 4'h0 :
												state == st_write ? 4'h4 :
												state == st_check ? 4'h8 : 4'h0;
	assign s_axi_awaddr = s_axi_araddr;
	assign s_axi_wdata = { 24'b0 , wbuf_data[wbuf_tl] };
	assign r_uart_rdy = (rbuf_hd + 5'b00001) != rbuf_tl;
	assign w_uart_rdy = wbuf_hd != wbuf_tl;
	assign r_in_rdy = rbuf_hd != rbuf_tl;
	assign w_out_rdy = (wbuf_hd + 5'b00001) != wbuf_tl;
	always @(posedge clk) begin
		if(~rstn) begin
			io_in_vld <= 0;
			io_out_rdy <= 0;
			io_err <= 0;
			s_axi_arvalid <= 0;
			s_axi_awvalid <= 0;
			s_axi_bready <= 0;
			s_axi_rready <= 0;
			s_axi_wvalid <= 0;
			state <= st_check;
			sub_state <= 0;
			in_state <= 0;
			out_state <= 0;
			rbuf_hd <= 0;
			rbuf_tl <= 0;
			wbuf_hd <= 0;
			wbuf_tl <= 0;
		end else begin
			if (state == st_check) begin		 
				if (sub_state == 0) begin
					s_axi_arvalid <= 1;
					sub_state <= 1;
				end else if (sub_state == 1 && s_axi_arready && s_axi_arvalid) begin
					s_axi_arvalid <= 0;
					s_axi_rready <= 1;
					sub_state <= 2;
				end else if (sub_state == 2 && s_axi_rready && s_axi_rvalid) begin
					s_axi_rready <= 0;
					io_err <= io_err | { s_axi_rresp[1] , s_axi_rdata[7:5], 1'b0 };
					if (w_uart_rdy && ~s_axi_rdata[3]) begin				 
						state <= st_write;
						sub_state <= 0;
					end else if(r_uart_rdy && s_axi_rdata[0]) begin
						state <= st_read;
						sub_state <= 0;
					end else begin
						state <= st_check;
						sub_state <= 0;
					end
				end
			end else if (state == st_read) begin		 
				if (sub_state == 0) begin
					s_axi_arvalid <= 1;
					sub_state <= 1;
				end else if (sub_state == 1 && s_axi_arready && s_axi_arvalid) begin
					s_axi_arvalid <= 0;
					s_axi_rready <= 1;
					sub_state <= 2;
				end else if (sub_state == 2 && s_axi_rready && s_axi_rvalid) begin
					s_axi_rready <= 0;
					io_err <= io_err | { s_axi_rresp[1] ,4'b0000 };
					rbuf_data[rbuf_hd] <= s_axi_rdata;
					rbuf_hd <= rbuf_hd + 1;
					state <= st_check;
					sub_state <= 0;
				end
			end else if (state == st_write) begin		 
				if (sub_state == 0) begin
					s_axi_awvalid <= 1;
					s_axi_wvalid <= 1;
					sub_state <= 1;
				end else if (sub_state == 1) begin
					if (s_axi_awready && s_axi_awvalid) begin
						s_axi_awvalid <= 0;
					end
					if (s_axi_wready && s_axi_wvalid) begin
						s_axi_wvalid <= 0;
					end
					if (~s_axi_awvalid && ~s_axi_wvalid) begin
						s_axi_bready <= 1;
						sub_state <= 2;
					end
				end else if (sub_state == 2 && s_axi_bready && s_axi_bvalid) begin
					s_axi_bready <= 0;
					io_err <= io_err | { s_axi_bresp[1] , 4'b0000 };
					wbuf_tl <= wbuf_tl + 1;
					state <= st_check;
					sub_state <= 0;
				end		
			end else begin
				io_err <= io_err | err_lost;
			end
			if (in_state == 0 && r_in_rdy) begin
				io_in_vld <= 1;
				in_state <= 1;
			end else if (in_state == 1 && io_in_rdy && io_in_vld) begin
				io_in_vld <= 0;
				rbuf_tl <= rbuf_tl + 1;
				in_state <= 0;
			end
			if(out_state == 0 && w_out_rdy) begin
				io_out_rdy <= 1;
				out_state <= 1;
			end else if (out_state == 1 && io_out_rdy && io_out_vld) begin
				io_out_rdy <= 0;
				wbuf_data[wbuf_hd] <= io_out_data;
				wbuf_hd <= wbuf_hd + 1;
				out_state <= 0;
			end
		end
	end
endmodule
==> impl_metrics.csv <==
group,metric,value,unit
routing,ant_nets,0,
logic_synthesis,edf_count,512,
logic_synthesis,synth-adder-area-share,0.00554,
logic_synthesis,ys_types,61,
worst_hold_path,hp-class,"reg2reg",
timing,period_needed,5.52,ns
logic_synthesis,ys_sh_aoi,0.0216,
timing,whs,0.488,ns
power,irDropWorstVdd,0.200,mV
routing,antenna_cells,0,
global_routing,grt-ovfl-total,0,
logic_synthesis,synth-async-reset-ratio,0,
logic_synthesis,top_area_cell,"edfxtp_1",
logic_synthesis,ys_sh_simple,0.0409,
worst_setup_path,worst-path-buf-inv,2,
die,initial_core_util,0.407,
routing,dr.pass1.iters,4,
logic_synthesis,ys_area,22600,µm²
global_routing,grt_max_degree,39,
die,core,55400,µm²
clocking,cts_hold_buf,0,
placed_design,gp_congestion,0.814,
timing,fin_crit_sh,0.737,
timing,finClkSkew,0.0321,ns
clocking,clk_pin_slew_worst_paths,0.06,ns
clocking,numCtsBuffers,57,
power,p_leak,7.79,nW
timing,setup_viol,0,
power,power.internal,5.11,mW
logic_synthesis,top_area_frac,0.681,
timing,worst_pin_slew,0.886,ns
routing,via_per_inst,5.29,
placed_design,place_hpwl,27600,µm
worst_setup_path,path_max_fanout,35,
placed_design,port_buffers,58,
worst_setup_path,worstPathArrival,4.02,ns
clocking,clock-root-buffer,"clkbuf_16",
routing,drt-initial-drc-count,576,
worst_setup_path,path_cells,"buf_4 > mux4_2 > mux4_2 > mux2_2 > clkdlybuf4s50_1",
power,combPwrFrac,0.013,
worst_setup_path,cp_slowest_cell,"dfxtp_4",
layout,drive_gt1_frac,0.239,
logic_synthesis,area_leaders,"edfxtp_1, mux4_2, dfxtp_1, nor2_1, buf_4",
logic_synthesis,ys_cells,1139,
timing,fmax,181,MHz
die,die_w,240,µm
die,io-pin-count,117,
routing,wl_per_cell,22.3,µm
run_status,status,"finished clean",
power,p_seq_frac,0.541,
global_routing,antenna_found_initial,0,
power,power_density,246,nW/µm²
die,die_y,240,µm
timing,slew_viol_final,0,
routing,drt_wl_total,44900,µm
power,pwr-share-clk,0.446,
routing,drc,0,
clocking,postCtsSetupRepairBufs,0,
logic_synthesis,yosysSeqAreaShare,0.727,
layout,mostFrequentLayoutCells,"edfxtp_1, mux4_2, nor2_1",
clocking,h-tree-depth,2,
worst_setup_path,cp_common_cell,"mux4_2",
worst_setup_path,setup.worst_path.end_class,"output pin",
timing,rsz0062_at_grt,"false",
clocking,cts_tree,"done",
worst_setup_path,cp.required,6.00,ns
logic_synthesis,yosysWarnings,1,
global_routing,grt_pass1_vias,11500,
clocking,cts_buffer_depth,3,
worst_setup_path,path_delay_family,"multiplexers",
placed_design,pre_cts_ws,2.53,ns
power,p_sw,1.23,mW
logic_synthesis,syn-cell-area,22600,µm²
logic_synthesis,ys_ff,564,
job,tool_warnings,57,
logic_synthesis,ys_sh_mux,0.169,
worst_setup_path,cpPeakStageDelay,0.76,ns
layout,final_util,0.465,
global_routing,grt_pass1_wl,69000,µm
timing,fin_ws,1.98,ns
clocking,insertion_delay,0.62,ns
power,swShare,0.194,
die,rows,86,
logic_synthesis,top_logic_kind,"multiplexers",
clocking,cts.sinks,564,
timing,final.setup.tns,0,ns
timing,max_slew_margin,0.407,
routing,vias,10700,
clocking,cts_resized,0,
layout,layout_top_cell,"edfxtp_1",
timing,hold_viol_final,0,
worst_setup_path,crit_type,"reg2out",
die,chip_area,57400,µm²
logic_synthesis,syn_inst,1139,
logic_synthesis,syn_avg_cell_area,19.8,µm²
global_routing,grt_usage,0.176,
logic_synthesis,ys_sh_xor,0.00976,
layout,syn2layout_area_growth,14.1,%
logic_synthesis,ff_type,"edfxtp_1",
worst_setup_path,cp-start-kind,"flop",
job,max_cap_viol_count,0,
cell usage after synthesis (3+ instances only):
| cell type | number |
|---|---|
| o31ai_1 | 4 |
| buf_1 | 16 |
| o2111ai_1 | 5 |
| inv_1 | 10 |
| buf_4 | 46 |
| nand4_1 | 5 |
| xnor2_1 | 10 |
| nand2_1 | 28 |
| ha_1 | 10 |
| nand3b_1 | 6 |
| buf_2 | 8 |
| edfxtp_1 | 512 |
| nand3_1 | 19 |
| clkbuf_1 | 21 |
| dfxtp_1 | 52 |
| a31oi_1 | 5 |
| mux2_2 | 16 |
| or4_1 | 4 |
| o21a_1 | 4 |
| o211ai_1 | 3 |
| nand2b_1 | 3 |
| and3_1 | 3 |
| o21ai_0 | 8 |
| xor2_1 | 12 |
| and2_1 | 3 |
| nor2_1 | 93 |
| mux4_2 | 160 |
| a21oi_1 | 19 |
| or3b_2 | 3 |
| or3_1 | 6 |
| nor2b_1 | 3 |
tightest hold or removal path: cells and delay by family (launching register included):
| kind | cells | cell delay (ns) |
|---|---|---|
| flops | 1 | 0.32 |
| simple gates | 1 | 0.07 |
| compound gates | 1 | 0.06 |
cells by family after synthesis:
logic type | after synthesis
other cells | 2
mux | 178
simple gates | 190
flops | 564
fa+ha+maj | 10
compound gates | 68
xor+xnor | 23
buf+inv | 104
power by group through the flow:
| stage | registers (mW) | clock network [mW] | logic (mW) |
|---|---|---|---|
| 4_1_cts | 3.43 | 2.89 | 0.0867 |
| 5_1_grt | 3.43 | 3.02 | 0.0946 |
| 6_report | 3.43 | 2.83 | 0.0852 |
final cells by class:
type,count,area [µm²]
clock buffer,77,1550
clock inverter,29,330
fill,4540,29700
inverter,11,41.3
multi-input combinational,501,5680
sequential,564,16400
tap,748,936
timing repair buffer,86,791
flip-flops by register name, summed over array words and instances (netlist names), 3 cells and up, named ones only:
signal and cells:
wbuf_tl 5, sub_state 3, rbuf_tl 5, wbuf_hd 5
io_err 5, wbuf_data 256, rbuf_data 256, state 3
rbuf_hd 5
worst paths after layout:
check,startpoint,endpoint,slack [ns],cells after the start
max,flop,io_in_data[2],1.98,5
min,in_state[1],in_state[1],0.49,2
max reg2reg,wbuf_hd[2],wbuf_data[23][1],3.98,5
min reg2reg,in_state[1],in_state[1],0.49,2
metrics by stage:
step                      power, mW  cell area [µm²]  cells
after global placement         3.58            23900   1910
after detailed placement       3.58            23900   1910
after CTS                      6.41            25800   2016
after floorplan                3.52            22700   1169
final                          6.34            25800   2016
after global routing           6.54            25800   2016
routing by layer:
| layer | up-vias | global-route usage | routed length, µm | share of wire |
|---|---|---|---|---|
| met5 | - | 0.00346 | 23 | 0.00051 |
| met4 | 2 | 0.0278 | 784 | 0.017 |
| met3 | 53 | 0.0910 | 4800 | 0.11 |
| met2 | 430 | 0.260 | 21200 | 0.47 |
| met1 | 5438 | 0.258 | 18100 | 0.40 |
| li1 | 4742 | - | - | - |
Power and IR drop assume default switching activity.
